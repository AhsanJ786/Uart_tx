==> ./config.mk <==
export PLATFORM = sky130hd
export DESIGN_NAME = uart_system_top
export DESIGN_NICKNAME = uart_system_top
export VERILOG_FILES = /design/flow/design.v
export SDC_FILE = /design/flow/constraint.sdc
export NUM_CORES = 4
export LEC_CHECK = 1
export CORE_UTILIZATION = 30
==> ./constraint.sdc <==
current_design uart_system_top

set clk_period 4.5
set clk_io_pct 0.2

create_clock -name clk0 -period $clk_period [get_ports {clk}]

set non_clock_inputs [all_inputs -no_clocks]
set_input_delay [expr $clk_period * $clk_io_pct] -clock clk0 $non_clock_inputs
set_output_delay [expr $clk_period * $clk_io_pct] -clock clk0 [all_outputs]
==> ./design.v <==
module baud_rate_gen (clk,rst,dvsr,tick);
input logic clk,rst;
output logic tick;
input logic [31:0] dvsr;
logic [31:0] r_reg;
logic [31:0] r_next;
always_ff @( posedge clk or negedge rst ) begin 
    if ( !rst)
    r_reg <= 0;
    else
    r_reg <= r_next;   
end
assign r_next = (r_reg == dvsr) ? 0: r_reg+1;
assign tick = (r_reg == 1);
endmodule
module uart_system_top(
    input wire clk,        
    input wire rst,            
    input wire [7:0] data_in,  
    input wire transfer_byte,  
    input wire byte_ready,     
    input wire load_data_reg,  
    output wire serial_out     
);
    logic tick;                
    logic clk_uart;            
    baud_rate_gen baud_gen(
        .clk(clk),
        .rst(rst),
        .dvsr(32'd5),  
        .tick(tick)
    );
    assign clk_uart = tick;
    uart_transmitter uart_tx(
        .data_in(data_in),
        .transfer_byte(transfer_byte),
        .clk(clk_uart),        
        .byte_ready(byte_ready),
        .load_data_reg(load_data_reg),
        .rst(rst),          
        .serial_out(serial_out)
    );
endmodule
module uart_transmitter (
    input wire [7:0] data_in,
    input wire transfer_byte,
    input wire clk,
    input wire byte_ready,
    input wire load_data_reg,
    input wire rst,          
    output reg serial_out
);
    localparam IDLE = 2'b00;
    localparam LOAD = 2'b01;
    localparam TRANSMIT = 2'b10;
    localparam STOP_BIT = 2'b11;
    reg [7:0] data_reg;
    reg [7:0] shift_reg;
    reg [3:0] bit_cnt;
    reg [1:0] state = IDLE;
    always @(posedge clk or negedge rst) begin
        if (!rst) begin
            data_reg <= 8'b0;
            shift_reg <= 8'b0;
            bit_cnt <= 4'b0;
            state <= IDLE;
            serial_out <= 1'b1;  
        end else begin
            case (state)
                IDLE: begin
                    serial_out <= 1'b1;  
                    if (load_data_reg) begin
                        data_reg <= data_in;   
                    end
                    if (transfer_byte) begin
                        state <= LOAD;
                    end
                end
                LOAD: begin
                    if (byte_ready) begin
                        shift_reg <= data_reg;   
                        bit_cnt <= 0;
                        serial_out <= 1'b0;   
                        state <= TRANSMIT;
                    end else begin
                        state <= IDLE;   
                    end
                end
                TRANSMIT: begin
                    if (bit_cnt < 8) begin
                        serial_out <= shift_reg[0];   
                        shift_reg <= shift_reg >> 1;   
                        bit_cnt <= bit_cnt + 1;
                    end else begin
                        state <= STOP_BIT;
                    end
                end
                STOP_BIT: begin
                    serial_out <= 1'b1;   
                    state <= IDLE;
                end
            endcase
        end
    end
endmodule
==> ./run.sh <==
#!/bin/bash
# OpenROAD 26Q1-2900-gdf79404cd8, Yosys 0.63+post, stock flow scripts
make -C /OpenROAD-flow-scripts/flow DESIGN_CONFIG=/design/flow/config.mk WORK_HOME=/design/flow/orfs finish
==> CHANGELOG.md <==
## Implementation

* Util after Layout at roughly a third
* Async set or reset register ratio after synthesis at ~100%
* Row count at 34
* Flip-flops with a built-in enable at 0
* Port bufs at 13
* Number of flip-flops in the largest register at 32
* Yosys stat cell total at roughly 250
* Via Count at 1802
* Post_cts resized at 0
* Crit Path Category: register to register
* Syn Std Cell Area at about 0.0027 sq mm
* DRT antenna net count at 0
* Startpoint Class: register
* Fmax at just under 600 MHz
* Total stage count of the critical path at 5
* Initial antenna violation count at 0
* Final min period at roughly 1.7 ns
* Grt ovf at 0
* CTS HTree Levels at 2
* Endpoints left unconstrained at 24
* Layout cells sized above 1 at 12.6%
* Largest stage delay on the critical path at 0.49 ns
* Worst Hold Depth at 1
* Max Clock Skew at between 0.007 and 0.008 ns
* Routability cong. at between 0.8 and 0.9
* LEAKAGE at around 1.3 nW
* Outcome: completed
* FF-to-FF path depth at 5
* Hold WS at a little under 0.5 ns
* Largest net degree at the start of global routing at 33
* Ys Warns at 2
* CTS root buf: clkbuf_8
* Leading area contributor after synthesis: dfrtp_1
* Iteration-0 DRC count of the detailed router at around 54
* Detailed-route DRC error count at 0
* Area grow syn2layout at 11.6%
* RSZ-0062 raised after global routing: no
* Floorplan Utilization at between 30% and 40%
* Max-slew violation count at 0
* Syn Area/Cell at 11.1 sq um
* Number of global-route vias before repair at approximately 1800
* Critical-path cell list: ha_1 > nand2_1 > nor3_1 > nand4_1 > xnor2_1
* Synth cell count leaders: dfrtp_1, nand2_1, dfrtn_1, xnor2_1
* Register area share after synthesis at between 50% and 60%
* Register pins left without a clock at 23
* Setup WS post-layout at 2.82 ns
* PD cells at ~170 mW/mm^2
* Max cap viols at 0
* Top-area cell share at 29.4%
* Buf/Inv on CP at 0
* CP arrival at around 1.8 ns
* Slowest-stage cell, CP: nor3_1
* Cell area leaders: dfrtp_1, dfrtn_1, xnor2_1
* Post-route insts no fill at around 370
* Logic area at 0.00129 sq mm
* DR pass1 iterations at 4
* First-pass GRT wire length at around 8.5 mm
* Total die area at roughly 0.0095 sq mm
* Synth cell types at approximately 40
* DR vias/cell at roughly 5
* Num CTS Buffers at 5
* Post-CTS setup buffers at 0
* # diodes at 0
* Die height at just under 100 microns
* CORE AREA at just under 0.009 sq mm
* CP delay by family, top: simple AND/OR/NAND/NOR gates
* CP Max Fanout at 4
* Slew headroom at 45.0%
* CTS tree: done
* Synth Register Bits at between 50 and 60
* Clk latency late pin at around 0.28 ns
* Worst Path Required at around 4.7 ns
* # setup viols final at 0
* HP Class: register to register
* DP HPWL at 3.43 mm
* Seq. cell area at approximately 0.0014 sq mm
* Commonest flop: dfrtp_1
* Die width at roughly 97 microns
* Final hold viol count at 0
* Wire length per cell at between 10 and 15 microns
* Warning total across the stage logs at 30
* VDD IR max at 151 uV
* # hold bufs at CTS at 0
* Pre-CTS setup slack at 2.74 ns
* Fill cells at about 900
* Fin crit share at ~37%
* Chip Area, Yosys at 0.00273 sq mm
* I/O pins at 14
* Drt total wl at between 4 and 5 mm
* Clock-pin slew on the worst setup and hold paths at roughly 0.06 ns
* Count leader, synth: dfrtp_1
* CP endpoint kind: register
* Slew @ Worst Pin at between 0.8 and 0.9 ns
* Placed insts at around 360
* Global Route Usage Sum at 11.0%
* Post-Synthesis Cells at 246
* Final TNS setup at 0 ns
* Max Root-Sink Buffers at 2
-- power by group --
part,switching (mW),internal [mW],leakage (nW)
Clock,0.0990,0.105,0.0410
Sequential,0,0.288,0.730
Combinational,0.0134,0.0116,0.574
-- worst paths after layout --
check / start / endpoint / slack, ns
min: baud_gen.r_reg[31]$_DFF_PN0_ / baud_gen.r_reg[31]$_DFF_PN0_ / 0.49
max in group asynchronous: rst / baud_gen.r_reg[16]$_DFF_PN0_ / 3.11
max reg2reg: baud_gen.r_reg[0]$_DFF_PN0_ / baud_gen.r_reg[14]$_DFF_PN0_ / 2.82
max: baud_gen.r_reg[0]$_DFF_PN0_ / baud_gen.r_reg[14]$_DFF_PN0_ / 2.82
min in group asynchronous: rst / baud_gen.r_reg[26]$_DFF_PN0_ / 1.09
min reg2reg: baud_gen.r_reg[31]$_DFF_PN0_ / baud_gen.r_reg[31]$_DFF_PN0_ / 0.49
-- final cells by class --
class                      count  area share [%]
clock buffer                   6            2.38
clock inverter                 1           0.164
inverter                       8           0.986
multi-input combinational    177            42.4
sequential                    55            45.3
tap                          108            4.44
timing repair buffer          14            4.36
-- kinds of logic after synthesis --
group | after synthesis | synth area share (%)
adders and majority gates | 8 | 3.67
DFF | 55 | 50.5
muxes | 18 | 7.02
AOI/OAI and AO/OA | 26 | 6.06
xor gates and xnor gates | 28 | 8.99
and+or+nand+nor | 97 | 21.6
buffers and inverters | 14 | 2.16
-- metal layers --
metal  track usage, %  vias up  wire length, microns
met5                0        -                     0
met4            0.792        0                    41
met3             1.76        6                   149
met2             16.2       22                  2020
met1             18.3      860                  2520
li1                 -      914                     -
-- cell usage in the layout (no fill, tap or decap), types with 2 or more instances in the layout --
cell type and count:
o21ai_0 11, dfrtn_1 22, nor3_1 8, nor2_1 8, mux2i_1 9, ha_1 8
clkbuf_8 5, nor4_1 7, and4_1 3, a21oi_1 4, xor2_1 12, nand4_1 12
nor3_2 3, nand3_1 7, a21o_1 2, and3_1 5, or3_4 2, clkdlybuf4s50_1 12
xnor2_1 16, inv_1 8, nand2b_1 2, nor2b_1 2, nand4_2 2, mux2_2 9
a22o_1 4, dfrtp_1 32, nand3_2 2, nor4_2 3, nand2_1 26
-- through the flow --
stage,instance area (sq um),total power [mW]
floorplan,2730,0.298
global placement,2970,0.319
detailed placement,2970,0.319
CTS,3040,0.523
global route,3040,0.535
finish,3040,0.517
No activity file was given, so power comes from the tool's default toggle rates.
